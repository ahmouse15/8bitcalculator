===== design/flow/config.mk =====
export PLATFORM = sky130hd
export DESIGN_NAME = keypad_input
export DESIGN_NICKNAME = keypad_input
export VERILOG_FILES = /design/flow/design.v
export SDC_FILE = /design/flow/constraint.sdc
export NUM_CORES = 4
export LEC_CHECK = 1
export CORE_UTILIZATION = 50

===== design/flow/constraint.sdc =====
current_design keypad_input

set clk_period 4.9
set clk_io_pct 0.2

create_clock -name clk0 -period $clk_period [get_ports {clk}]

set non_clock_inputs [all_inputs -no_clocks]
set_input_delay [expr $clk_period * $clk_io_pct] -clock clk0 $non_clock_inputs
set_output_delay [expr $clk_period * $clk_io_pct] -clock clk0 [all_outputs]

===== design/flow/design.v =====
module keypad_base(  
		input clk,
		input [3:0] row,
		output [3:0] col,
		output [3:0] value,
		output valid,
		output slow_clock,
		output sense,
		output valid_digit,
		output [3:0] inv_row
	);
	assign inv_row = ~row;
	nclk #(100) keypad_clock_divider(
	.clk(clk),
	.clk_out(slow_clock)
	);
	keypad_fsm keypad_fsm(
	.clk(slow_clock),
	.row(inv_row),
	.col(col),
	.sense(sense)
	);
	keypad_decoder #(.BASE(10)) keypad_key_decoder(
	.row(inv_row),
	.col(col),
	.value(value),
	.valid(valid_digit)
	);
	assign valid = valid_digit && sense;
endmodule
module keypad_decoder
	#(parameter BASE = 10)  
	(
		input [3:0] row,
		input [3:0] col,
		output reg [3:0] value,
		output reg valid  
	);
always @ (row, col)
	begin
	if (BASE == 10) begin
		case ({row, col})
			8'b0001_0001: begin value = 1; valid = 1; end  
			8'b0001_0010: begin value = 2; valid = 1; end  
			8'b0001_0100: begin value = 3; valid = 1; end  
			8'b0001_1000: begin value = 10; valid = 1; end  
			8'b0010_0001: begin value = 4; valid = 1; end  
			8'b0010_0010: begin value = 5; valid = 1; end  
			8'b0010_0100: begin value = 6; valid = 1; end  
			8'b0010_1000: begin value = 11; valid = 1; end  
			8'b0100_0001: begin value = 7; valid = 1; end  
			8'b0100_0010: begin value = 8; valid = 1; end  
			8'b0100_0100: begin value = 9; valid = 1; end  
			8'b0100_1000: begin value = 12; valid = 1; end  
			8'b1000_0001: begin value = 14; valid = 1; end  
			8'b1000_0010: begin value = 0; valid = 1; end  
			8'b1000_0100: begin value = 15; valid = 1; end  
			8'b1000_1000: begin value = 13; valid = 1; end  
			default: begin value = 0; valid = 0; end  
		endcase
	end
	else if (BASE == 16) begin
		case ({row, col})
			8'b0001_0001: begin value = 0; valid = 1; end  
			8'b0001_0010: begin value = 1; valid = 1; end  
			8'b0001_0100: begin value = 2; valid = 1; end  
			8'b0001_1000: begin value = 3; valid = 1; end  
			8'b0010_0001: begin value = 4; valid = 1; end  
			8'b0010_0010: begin value = 5; valid = 1; end  
			8'b0010_0100: begin value = 6; valid = 1; end  
			8'b0010_1000: begin value = 7; valid = 1; end  
			8'b0100_0001: begin value = 8; valid = 1; end  
			8'b0100_0010: begin value = 9; valid = 1; end  
			8'b0100_0100: begin value = 10; valid = 1; end  
			8'b0100_1000: begin value = 11; valid = 1; end  
			8'b1000_0001: begin value = 12; valid = 1; end  
			8'b1000_0010: begin value = 13; valid = 1; end  
			8'b1000_0100: begin value = 14; valid = 1; end  
			8'b1000_1000: begin value = 15; valid = 1; end  
			default: begin value = 0; valid = 0; end  
		endcase
	end
	else begin
		value = 0; valid = 0;  
	end
end
endmodule
module keypad_fsm(
	input clk,
	input [3:0] row,
	output reg [3:0] col,
	output sense,
	output reg [3:0] state, 
	output trig
);
	assign trig = row[0] || row[1] || row[2] || row[3];
	assign sense = state == 10;
	always @ (posedge clk) begin
		case (state)
			0: begin col = 4'b1111; state = 1; end
			1: if (trig) begin state = 2; end
			2: begin col = 4'b0001; state = 3; end
			3: if (trig) begin state = 10; end else begin state = 4; end
			4: begin col = 4'b0010; state = 5; end
			5: if (trig) begin state = 10; end else begin state = 6; end
			6: begin col = 4'b0100; state = 7; end
			7: if (trig) begin state = 10; end else begin state = 8; end
			8: begin col = 4'b1000; state = 9; end
			9: if (trig) begin state = 10; end else begin state = 0; end
			10: begin state = 11; end
			11: if (~trig) begin state = 0; end
		endcase
	end
endmodule
module keypad_input #( parameter DIGITS = 4)  
(
	input clk,
	input reset,
	input [3:0] row,
	output [3:0] col,
	output [(DIGITS*4)-1:0] out,
	output [3:0] value,
	output trig
);
	keypad_base keypad_base(
		.clk(clk),
		.row(row),
		.col(col),
		.value(value),
		.valid(trig)
	);
	shift_reg #(.COUNT(DIGITS)) shift_reg(
		.trig(trig),
		.in(value),
		.out(out),
		.reset(reset)
	);
endmodule
module shift_reg #(
		parameter COUNT = 4,
		parameter WIDTH = 4
	)
	(
		input trig, reset, dir,  
		input [WIDTH-1:0] in,
		output reg [(COUNT*WIDTH)-1:0] out
	);
	reg neg = 0;
	always @ (negedge trig, negedge reset) begin
		if (~reset) begin out <= 0; neg <= 0; end
		else begin
			if (in != 4'b1010 && in != 4'b1011 && in != 4'b1111) begin
				if (in == 4'b1110) neg = 1;
				else if (dir) begin  
					out <= out >> WIDTH;
					out[(COUNT*WIDTH)-
					1:((COUNT*WIDTH)-1)-WIDTH] <= in;
				end 
				else begin  
					out <= out << WIDTH;
					out[WIDTH-1:0] <= in;
				end
				if (neg) out[WIDTH*COUNT-1:WIDTH*(COUNT-1)] <= 4'b1110;
			end
		end
	end
endmodule
module nclk #(parameter f = 1, parameter inputhz = 50000000) (
		input clk,
		output reg clk_out
	);
	reg [25:0] count = 0;
	parameter T = inputhz/f;
	always @ (posedge clk) begin
		if (count == (T >> 1) ) begin
			count = 0;
			clk_out = ~clk_out;
		end
		else count = count + 1;
	end
endmodule

===== design/flow/run.sh =====
#!/bin/bash
# OpenROAD 26Q1-2900-gdf79404cd8, Yosys 0.63+post, stock flow scripts
make -C /OpenROAD-flow-scripts/flow DESIGN_CONFIG=/design/flow/config.mk WORK_HOME=/design/flow/orfs finish

==> flow_summary_export.csv <==
group,metric,value,unit
critical_path,r2r_end,"keypad_base.keypad_clock_divider.count[22]",
power,p_per_area,118.6,nW/um2
critical_path,worstSetupEndpointType,"output port",
final_timing,period_needed,4.181,ns
global_route,grt_pass1_vias,1593,
critical_path,critPathCapture,"trig",
clock_network,cts_made_buffers,3,
critical_path,crit_fanout,18,
placement,dp_hpwl,3.349,mm
clock_network,postCtsSetupBuffers,0,
critical_path,cp.required,3.92,ns
critical_path,rrSetupSlack,3.02,ns
critical_path,startpoint,"row[0]",
global_route,grt_max_degree,19,
final_timing,rsz0062_at_grt,"no",
synthesis,synth.distinct_cells,52,
floorplan,coreArea,5172,um2
synthesis,ys_seq_share,0.4940,
synthesis,yosysChipArea,2705,um2
floorplan,rows,26,
drt,drt_iter0_drc,89,
global_route,overflow,0,
placement,placed_cell_area,3045,um2
critical_path,criticalPathCategory,"in -> out",
clock_network,cts_tree,"built",
synthesis,synth-main-ff-cell,"dfxtp_1",
placement,dp_cells,350,
synthesis,avgSynthCellArea,10.44,um2
critical_path,cp-start-kind,"input port",
final_timing,drv_slew,0,
layout,layout_top_cell,"dfxtp_1",
final_timing,unclocked_pins,33,
floorplan,fp.dieH,75.56,um
critical_path,cp_cell_sequence,"clkdlybuf4s50_1 -> nand4b_1 -> o21ai_0 -> a22oi_1 -> a31oi_1 -> buf_4 -> clkdlybuf4s50_1",
final_timing,fin_worst_skew,0.003922,ns
clock_network,root_buffer,"clkbuf_8",
synthesis,syn_inst,259,
final_timing,finalHoldViolCount,0,
clock_network,cts_max_level,1,
layout,final_util,0.5977,
job,cap_viol_max_count,0,
drt,via_per_inst,5.342,
job,tool_warnings,27,
critical_path,crit_top_cell,"clkdlybuf4s50_1",
critical_path,crit_path_max_incr_delay,0.75,ns
final_timing,untimed_endpoints,57,
run_status,status,"finished, final reports clean",
drt,ant_nets,0,
placement,place.gp.congestion,0.9075,
power,leakagePower,1.162,nW
placement,port-buffer-count,30,
global_route,track_usage,0.1714,
clock_network,clk_latency,0.27,ns
drt,insertedDiodeCount,0,
layout,instances_no_fill,354,
critical_path,r2r-start,"keypad_base.keypad_clock_divider.count[0]",
critical_path,crit_arrival,3.20,ns
floorplan,pin_count,31,
final_timing,hold_ws,0.4716,ns
critical_path,cp_slowest_cell,"clkdlybuf4s50_1",
synthesis,ys.flops,60,
final_timing,max_freq,0.2392,GHz
synthesis,netlist_area,2705,um2
global_route,antenna_found_initial,0,
layout,stdcell_area,3092,um2
drt,drc,0,
floorplan,dieArea,5709,um2
clock_network,clk_pin_slew,0.09,ns
layout,syn2layout_area_growth,14.29,%
final_timing,finalCritPeriodShare,0.8533,
power,vdd.ir_drop.worst,0.0001480,V
clock_network,cts_resized,0,
synthesis,async_reset_ff_frac,0.2833,
layout,final_cell_mix,"dfxtp_1 (38), clkdlybuf4s50_1 (30), nor2_1 (20), xnor2_1 (17), dfrtn_1 (17)",
floorplan,die_x,75.56,um
clock_network,hold_buffers,0,
clock_network,ctsLongestPathBuffers,2,
synthesis,yosysWarnings,5,
drt,vias,1891,
layout,final_layout_size_suffix_gt1_frac,0.1021,
worst_hold_path,min_from,"keypad_base.keypad_clock_divider.count[25]",
global_route,grt_first_pass_wirelength,7.445,mm
final_timing,worst_pin_slew,0.7636,ns
drt,totalWireLength,4.467,mm
critical_path,rr_worst_depth,5,
drt,drt-pass1-iter-count,4,
final_timing,slew_headroom,0.4893,
floorplan,initial_utilization,0.5230,
synthesis,edf_count,5,
final_timing,setup_viol,0,
drt,wire_per_inst,12.62,um
worst_hold_path,hp-class,"reg -> reg",
synthesis,yosys-stat-cells,259,
final_timing,setup_tns,0,ns
-- flip-flops by register name, indices dropped and copies added (netlist names) --
register                                  count
keypad_base.keypad_fsm.state                 12
shift_reg.out                                16
keypad_base.keypad_clock_divider.count       26
keypad_base.keypad_clock_divider.clk_out      1
keypad_base.keypad_fsm.col                    4
shift_reg.neg                                 1
-- where the power goes --
| part | total [mW] | switching (mW) | internal, mW |
|---|---|---|---|
| clock network | 0.123 | 0.0663 | 0.0569 |
| logic | 0.0232 | 0.0143 | 0.00886 |
| registers | 0.220 | 0.00000890 | 0.220 |
-- stage by stage --
step / setup WS [ns] / total power [mW]
after floorplan: 1.514 / 0.2396
after detailed placement: 0.6949 / 0.2487
after global routing: 0.5263 / 0.3819
final: 0.7186 / 0.3668
after global placement: 0.7159 / 0.2490
after CTS: 0.7217 / 0.3713
-- logic make-up after synthesis --
kind of cell,Yosys count,synth area share
and+or+nand+nor,100,0.2105
DFF,60,0.4940
AOI/OAI and AO/OA,32,0.09945
buffers and inverters,27,0.04533
xor gates and xnor gates,26,0.08418
muxes,12,0.05735
adders and majority gates,2,0.009249
-- worst min-delay path by stage --
stage | end | slack [ns] | depth (start not counted)
after global routing | keypad_base.keypad_clock_divider.count[11] | 0.50 | 1
final | keypad_base.keypad_clock_divider.count[25] | 0.47 | 1
after CTS | keypad_base.keypad_clock_divider.count[25] | 0.48 | 1
-- cell type report --
type,instances,area [um2]
fillers,444,2081
flip-flops and latches,60,1336
multi-input cells,172,1246
repair buffers,32,315.3
well taps,70,87.58
inverters,16,60.06
clock buffers,3,41.29
clock inverters,1,5.005
-- synthesized netlist by cell type, drive strengths merged, types with 6 or more instances --
cell type   n  area, um2
nor3        7      35.03
xor2        9      78.83
clkbuf      6      22.52
mux2       10      135.1
inv        16      60.06
dfxtp      38      760.7
or2         6      37.54
nand3      11      55.05
xnor2      17      148.9
o21ai       7      35.03
nor2       21      81.33
dfrtn      17      425.4
nand2      12      45.04
nor4        8      50.05
-- layer usage --
| layer | wire (um) | vias up | track usage |
|---|---|---|---|
| met5 | 0 | - | 0 |
| met4 | 14 | 0 | 0.01235 |
| met3 | 153 | 2 | 0.01072 |
| met2 | 1868 | 32 | 0.2500 |
| met1 | 2431 | 884 | 0.3047 |
| li1 | - | 973 | - |
-- critical path: cells and delay by family --
| kind | cells | cell delay (ns) |
|---|---|---|
| buffers and inverters | 3 | 1.45 |
| AND-OR/OR-AND | 3 | 0.49 |
| AND/OR/NAND/NOR | 1 | 0.28 |
Power figures rest on the tool's default switching activity, not on a simulated workload.
