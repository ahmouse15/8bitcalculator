==> design.v <==
module fulladder (
	input a, b, cin,
	output reg s,
	output reg cout
);
	always @ (a,b,cin)
		case ({a,b,cin})
			3'b000: begin cout <= 0; s <= 0; end
			3'b001: begin cout <= 0; s <= 1; end
			3'b010: begin cout <= 0; s <= 1; end
			3'b011: begin cout <= 1; s <= 0; end
			3'b100: begin cout <= 0; s <= 1; end
			3'b101: begin cout <= 1; s <= 0; end
			3'b110: begin cout <= 1; s <= 0; end
			3'b111: begin cout <= 1; s <= 1; end
		endcase
endmodule
module alu (
		input [7:0] in,
		input loadA, 						 
		input loadB, 						 
		input out, 							 
		input clear, 						 
		input mode, 						 
		output [7:0] result,				 
		output [3:0] flags				 
	);
	wire [7:0] aout;
	wire [7:0] bout;
	wire [7:0] adder_out;
	wire [3:0] cc_out;
	wire [7:0] cout;
	register r_a (.in(in), .load(loadA), .clear(clear), .out(aout));
	register r_b (.in(in), .load(loadB), .clear(clear), .out(bout));
	register r_r (.in(adder_out), .load(out), .clear(clear), .out(result));
	register r_cc (.in(cc_out), .load(out), .clear(clear), .out(flags));
	ripple_addsub adder (.a(aout), .b(bout), .mode(mode), .out(adder_out), .cout(cout));
	always @ (cout, adder_out) begin
		cc_out[3] = cout[7];						 
		cc_out[2] = (cout[7] != cout[6]);  	 
		cc_out[1] = adder_out[7]; 				 
		cc_out[0] =	(adder_out == '0);		 
	end
endmodule
module register #(parameter WIDTH = 8) (
	input [WIDTH-1:0] in,
	input load,
	input clear,
	output reg [WIDTH-1:0] out
);
	always @ (negedge load, negedge clear) begin
		if (clear == 1'b0) out <= '0; 		 
		else if (load == 1'b0) out <= in; 	 
	end
endmodule
module ripple_addsub #(parameter WIDTH = 8) (
	input [WIDTH-1:0] a,
	input [WIDTH-1:0] b,
	input mode,
	output [WIDTH-1:0] out,
	output [WIDTH-1:0] cout
);
	reg [WIDTH-1:0] b_temp;
	fulladder fa0(.a(a[0]), .b(b_temp[0]), .cin(mode), 	.s(out[0]), .cout(cout[0]));
	fulladder fa1(.a(a[1]), .b(b_temp[1]), .cin(cout[0]), .s(out[1]), .cout(cout[1]));
	fulladder fa2(.a(a[2]), .b(b_temp[2]), .cin(cout[1]), .s(out[2]), .cout(cout[2]));
	fulladder fa3(.a(a[3]), .b(b_temp[3]), .cin(cout[2]), .s(out[3]), .cout(cout[3]));
	fulladder fa4(.a(a[4]), .b(b_temp[4]), .cin(cout[3]), .s(out[4]), .cout(cout[4]));
	fulladder fa5(.a(a[5]), .b(b_temp[5]), .cin(cout[4]), .s(out[5]), .cout(cout[5]));
	fulladder fa6(.a(a[6]), .b(b_temp[6]), .cin(cout[5]), .s(out[6]), .cout(cout[6]));
	fulladder fa7(.a(a[7]), .b(b_temp[7]), .cin(cout[6]), .s(out[7]), .cout(cout[7]));
	always @ (b, mode) begin
		if (mode == 1'b1) b_temp = ~b;
		else b_temp = b;
	end
endmodule
==> run.sh <==
#!/bin/bash
# OpenROAD 26Q1-2900-gdf79404cd8, Yosys 0.63+post, stock flow scripts
make -C /OpenROAD-flow-scripts/flow DESIGN_CONFIG=/design/flow/config.mk WORK_HOME=/design/flow/orfs finish
==> config.mk <==
export PLATFORM = sky130hd
export DESIGN_NAME = alu
export DESIGN_NICKNAME = alu
export VERILOG_FILES = /design/flow/design.v
export SDC_FILE = /design/flow/constraint.sdc
export NUM_CORES = 4
export LEC_CHECK = 1
export CORE_AREA = 10 10 89 89
export DIE_AREA = 0 0 99 99
==> constraint.sdc <==
current_design alu

set clk_period 4.0
set clk_io_pct 0.2

create_clock -name clk0 -period $clk_period [get_ports {loadA}]
create_clock -name clk1 -period $clk_period [get_ports {loadB}]
create_clock -name clk2 -period $clk_period [get_ports {out}]

set non_clock_inputs [all_inputs -no_clocks]
set_input_delay [expr $clk_period * $clk_io_pct] -clock clk0 $non_clock_inputs
set_output_delay [expr $clk_period * $clk_io_pct] -clock clk0 [all_outputs]
==> run summary <==
peak supply drop: 0.280 mV
max-slew violations: 0
Ant. Diodes: 0
Critical Path Max Stage Delay: 0.28 ns
worst r2r path cells: 28
global-route usage over all layers: 6.46%
most used cell, CP: sky130_fd_sc_hd__inv_1
mux share: 5.52%
Synth Warn #: 10
Hold/Removal Path Class: reg -> reg
placeable core region: 5990 um2
unrepaired setup endpoints after global routing: yes
DP Area: 1950 um2
setup total negative slack: -12.94 ns
gate count after technology mapping: 137
post-CTS clock slew at the launch and capture registers of the worst setup and hold paths: 0.04 ns
reported max-cap violation count: 0
area fraction in and, or, nand and nor cells after synthesis: 6.95%
cells in synth_stat.txt: 137
total congestion overflow: 0
fraction of registers with async set or reset after synthesis: 100%
# fillers: 535
fraction of the yosys area taken by sequential cells: 45.2%
number of search-and-repair iterations in the first detailed-routing pass: 3
antenna violations before repair: 0
Required @ worst endpoint: 2.10 ns
Post-Layout Cell Count: 267
violation count after the first detailed-route iteration: 19
count of cells along the worst hold path: 1
startpoint class of the critical path: primary input
vias in the first global route: 1,144
Total Wirelength: 3160 um
data arrival at the endpoint of the critical path: 4.30 ns
Worst Hold Slack: 0.502 ns
fraction of layout cells with a size suffix above 1: 41.1%
number of synthesized flops with an enable pin: 0
effective utilization at floorplan: 25.0%
Area growth syn-to-layout: 58.5%
transition at the pin with the smallest max-transition slack: 0.369 ns
CP Max Fanout: 4
wire length of the first global-routing pass: 5280 um
Cell Count Post-Placement: 247
sum of net half-perimeters after detailed placement: 2130 um
synthesized flop and latch total: 27
XOR/XNOR Area Share: 5.86%
worst reg2reg startpoint: r_b.out[1]
clk sink count: 27
total of buffers placed on input and output ports: 22
post-synthesis share of cell area spent on and-or and or-and gates: 6.36%
kind of critical path: in -> reg
post-layout power: 912 uW
Tool Warnings: 41
Critical Path Slowest Stage Cell: sky130_fd_sc_hd__mux2_4
Via Count: 1,067
worst slew margin relative to its limit: 75.4%
total power density per cell area: 385 nW/um2
Boundary Pins: 25
largest non-sequential cell family by area: adder cells
post-route cell area: 2370 um2
area of the die: 9800 um2
outcome: complete, but fails checks
Post-Route Utilization: 39.6%
final number of setup-violating endpoints: 9
Post-Syn Area: 1500 um2
overall die width: 99 um
clock tree from TritonCTS: done
reg2reg setup slack: -0.06 ns
floorplan row count: 28
static leakage power: 1.14 nW
distinct cell type count of the synthesized netlist: 20
Worst Hold Launch: r_a.out[3]
pre-CTS setup slack: -2.92 ns
maximum number of pins on one net before global-route repair: 28
Final ANT Viol Nets: 0
predominant post-synthesis flop cell: sky130_fd_sc_hd__dfrtn_1
total cell area reported by yosys after synthesis: 1500 um2
Reg-to-Reg End: r_cc.out[0]
Mapped Avg Cell Area: 10.9 um2
last weighted congestion value of the routability-driven placer: 0.814
post-route setup slack: -2.20 ns
Via-to-Cell Ratio: 4.00
number of endpoints with negative hold slack in the final report: 0
height of the die: 99 um
kind of end point of the critical path: flip-flop
Post-Synth Adder-Cell Area: 21.8%
average wire length per cell after detail routing: 11.8 um
Worst Hold Endpoint: r_r.out[3]
drc violations: 0
violations in the final reports: negative setup slack
==> how the worst max path moves through the flow <==
stage	from	to	slack, ns	cells past startpoint
after CTS	mode	r_cc.out[0]	-2.12	29
after global routing	mode	r_cc.out[0]	-2.38	29
final	mode	r_cc.out[0]	-2.20	29
==> flip-flops by register name, summed over array words and instances (netlist names) <==
name      flops
r_r.out       7
r_a.out       8
r_b.out       8
r_cc.out      4
==> power breakdown <==
| group | switching [mW] | leakage, nW | total, mW | internal [mW] |
|---|---|---|---|---|
| registers | 0.0174 | 0.318 | 0.323 | 0.306 |
| clock network | 0.118 | 0.0659 | 0.319 | 0.201 |
| logic | 0.107 | 0.759 | 0.269 | 0.162 |
==> worst max-delay path, delay by kind of cell <==
family / cells / cell delay [ns]
adders and majority gates: 7 / 1.13
muxes: 3 / 0.74
buffers and inverters: 9 / 0.52
xor gates and xnor gates: 1 / 0.19
and+or+nand+nor: 5 / 0.31
AOI/OAI and AO/OA: 4 / 0.59
==> cells in the mapped netlist (all sizes together) (2+ instances only) <==
master | number | area [um2]
buf | 2 | 12.5
dfrtn | 27 | 676
nand2 | 2 | 7.51
nor2 | 9 | 33.8
a21o | 4 | 30.0
mux2i | 6 | 60.1
nand2b | 5 | 31.3
o221ai | 2 | 17.5
xor2 | 10 | 87.6
inv | 30 | 113
mux2 | 2 | 22.5
and2 | 2 | 12.5
o21ai | 4 | 20.0
a21oi | 2 | 10.0
ha | 26 | 325
==> logic make-up (layout without fill, tap and decap cells) <==
group,count (synthesis),in the layout
xor gates and xnor gates,10,10
adders and majority gates,26,26
buffers and inverters,32,87
muxes,8,8
AOI/OAI and AO/OA,14,14
and+or+nand+nor,20,20
DFF,27,27
==> per-layer routing <==
metal,routed length [um],share of wire (%),vias to the layer above,GRT usage [%]
met4,67,2.1,0,1.87
met1,1570,50,497,8.94
met2,1340,42,24,8.97
met3,188,5.9,8,2.75
met5,0,0,-,0
li1,-,-,538,-
==> cell type report <==
| class | instances | area [um2] | share of cell area [%] |
|---|---|---|---|
| clock buffer | 10 | 128 | 5.39 |
| timing repair buffer | 47 | 437 | 18.4 |
| inverter | 30 | 118 | 4.96 |
| tap | 75 | 93.8 | 3.96 |
| multi-input combinational | 78 | 918 | 38.8 |
| sequential | 27 | 676 | 28.5 |
==> repair_timing <==
item / in CTS / in global routing
buffers inserted: 9 / 4
pin swaps: 11 / 7
hold buffers: 0 / 0
gates resized: 31 / 28
setup endpoints to repair: 10 / 9
cloned: 0 / 0
==> layout by cell type, fill, tap and decap left out, types with 2 or more instances in the layout <==
cell,n
sky130_fd_sc_hd__inv_2,5
sky130_fd_sc_hd__nor2_1,6
sky130_fd_sc_hd__buf_4,20
sky130_fd_sc_hd__a21o_1,4
sky130_fd_sc_hd__ha_2,9
sky130_fd_sc_hd__nand2b_1,2
sky130_fd_sc_hd__ha_4,5
sky130_fd_sc_hd__xor2_1,7
sky130_fd_sc_hd__mux2i_1,2
sky130_fd_sc_hd__mux2i_2,3
sky130_fd_sc_hd__buf_6,5
sky130_fd_sc_hd__o21ai_2,2
sky130_fd_sc_hd__dfrtn_1,27
sky130_fd_sc_hd__clkdlybuf4s50_1,21
sky130_fd_sc_hd__inv_1,23
sky130_fd_sc_hd__o21ai_0,2
sky130_fd_sc_hd__nor2_4,2
sky130_fd_sc_hd__mux2_4,2
sky130_fd_sc_hd__xor2_2,2
sky130_fd_sc_hd__nand2b_4,3
sky130_fd_sc_hd__inv_4,2
sky130_fd_sc_hd__o221ai_1,2
sky130_fd_sc_hd__ha_1,12
sky130_fd_sc_hd__clkbuf_8,9
No activity file was given, so power comes from the tool's default toggle rates.
