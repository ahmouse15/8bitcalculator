===== /design/flow/run.sh =====
#!/bin/bash
# OpenROAD 26Q1-2900-gdf79404cd8, Yosys 0.63+post, stock flow scripts
make -C /OpenROAD-flow-scripts/flow DESIGN_CONFIG=/design/flow/config.mk WORK_HOME=/design/flow/orfs finish

===== /design/flow/config.mk =====
export PLATFORM = sky130hd
export DESIGN_NAME = binary2bcd
export DESIGN_NICKNAME = binary2bcd
export VERILOG_FILES = /design/flow/design.v
export SDC_FILE = /design/flow/constraint.sdc
export NUM_CORES = 4
export LEC_CHECK = 1
export CORE_AREA = 10 10 73 73
export DIE_AREA = 0 0 83 83

===== /design/flow/constraint.sdc =====
current_design binary2bcd

set clk_period 4.7
set clk_io_pct 0.2

create_clock -name clk0 -period $clk_period

set non_clock_inputs [all_inputs -no_clocks]
set_input_delay [expr $clk_period * $clk_io_pct] -clock clk0 $non_clock_inputs
set_output_delay [expr $clk_period * $clk_io_pct] -clock clk0 [all_outputs]

===== /design/flow/design.v =====
module add3 (
	input [3:0] in,
	output reg [3:0] out
	);
	always @ (in) begin
		case (in)
			4'b0000: out = 4'b0000;
			4'b0001: out = 4'b0001;
			4'b0010: out = 4'b0010;
			4'b0011: out = 4'b0011;
			4'b0100: out = 4'b0100;
			4'b0101: out = 4'b1000;
			4'b0110: out = 4'b1001;
			4'b0111: out = 4'b1010;
			4'b1000: out = 4'b1011;
			4'b1001: out = 4'b1100;
			default: out = 4'b0000;
		endcase
	end
endmodule
module binary2bcd (
	input [7:0] in,
	output [3:0] first, second,
	output [1:0] third
	);
	wire [3:0] c1,c2,c3,c4,c5,c6,c7;
	wire [3:0] d1,d2,d3,d4,d5,d6,d7;
	assign d1 = {1'b0,in[7:5]};
	assign d2 = {c1[2:0],in[4]};
	assign d3 = {c2[2:0],in[3]};
	assign d4 = {c3[2:0],in[2]};
	assign d5 = {c4[2:0],in[1]};
	assign d6 = {1'b0,c1[3],c2[3],c3[3]};
	assign d7 = {c6[2:0],c4[3]};
	assign first = {c5[2:0],in[0]};
	assign second = {c7[2:0],c5[3]};
	assign third = {c6[3],c7[3]};
	add3 m1(d1,c1);
	add3 m2(d2,c2);
	add3 m3(d3,c3);
	add3 m4(d4,c4);
	add3 m5(d5,c5);
	add3 m6(d6,c6);
	add3 m7(d7,c7);
endmodule

==> run summary <==
Figures from the flow reports.

Floorplanning:
- The core region is between 3000 and 4000 um^2.
- The run puts the area of the chip at 6890 um^2.
- The run puts the pre-placement core utilization at 0.188.
- The run puts the horizontal die dimension at 83 um.
- Per the OpenROAD floorplan log, the height of the die is between 80 and 90 um.
- The run gives the placement row count as 22.
- The run gives the I/O pin count as 18.

Pwr:
- The run puts the power spent charging and discharging nets at 41.7 uW.
- Of the total power, the share spent switching nets is 0.457.
- The power report lists cell-internal power as slightly below 50 uW.
- The run gives the combinational group share of total power as 1.000.
- The run puts the register share of total power at 0.
- The run gives the static power due to leakage as between 0.0003 and 0.0004 uW.
- The run gives the power share of the clock group as 0.
- The run gives the total power density per cell area as 101 nW/um^2.
- The design draws 91.4 uW.
- The run gives the worst vdd rail ir drop as 28.4 uV.

Worst setup path:
- The run gives the most frequent cell on the critical path as clkdlybuf4s50_1.
- The run puts the data required time at the worst endpoint at 3760 ps.
- The run puts the largest stage delay on the critical path at around 620 ps.
- The run gives the origin of the worst setup path as in[5].
- Together, buffers and inverters on the worst path number 2.
- Among all stages on the critical path, the largest delay is contributed by clkdlybuf4s50_1.
- The run gives the nature of the critical path endpoint as an output pin.
- The kind of cell with the highest combined delay along the critical path is buffers and inverters.
- The run puts the largest driver fanout on the critical path at 14.
- The run gives the sort of element at the start of the critical path as a primary input.
- For reference, the critical path cell chain is clkdlybuf4s50_1 -> nor4bb_1 -> o21ai_0 -> a31oi_1 -> o31ai_1 -> a2bb2o_1 -> clkdlybuf4s50_1.
- The run puts the critical path arrival at ~3400 ps.
- In this run the worst setup path terminates at first[2].
- The run puts the number of stages on the worst setup path at 7.
- The run gives the critical path class as primary input to output pin.

Final timing:
- The run puts the final hold slack at about 1900 ps.
- The run puts the share of the clock period used by the worst path at 0.916.
- The run gives the final period demand of the worst path as roughly 4300 ps.
- Per the slew report, the remaining headroom to the max-slew limit stands at 0.725.
- The run gives the worst-margin pin slew as ~410 ps.
- The final max-slew violation count recorded for this run is 0.
- After routing, the total negative slack on setup checks comes to 0 ps.
- The run gives the number of hold violations in the final report as 0.
- Per the timing report, the achievable frequency comes out to between 200 and 250 MHz.
- Setup repair after global routing left no endpoint under its margin.
- The run gives the number of failing setup endpoints in the final timing report as 0.

Cells and area:
- The sequential cells in the finished layout cover a total of 0 um^2.
- Per the cell usage report, the commonest logic cell in the layout is clkdlybuf4s50_1.
- In the layout the commonest cells are 16 x clkdlybuf4s50_1, 11 x nand2_1, 8 x buf_4.
- The run gives the combinational cell area excluding buffers and inverters as 598 um^2.
- The run puts the number of inserted filler cells in the final layout at 442.
- The run puts the layout sequential cell count at 0.
- The run gives the fraction of layout cells with a size suffix above 1 as 0.107.
- The run gives the area growth from synthesis to final layout as 27.9%.
- The layout has 0 clock buffers.

Yosys:
- The run gives the synthesized area per cell as approximately 6.5 um^2.
- The run gives the number of synthesis warnings as 1.
- The run puts the cell count in the Yosys report at 109.
- The synthesized netlist has a Yosys-reported chip area of 704 um^2.
- The run gives the post-synthesis instance area as a little over 700 um^2.
- The run gives the cell count after synthesis as 109.
- Yosys mapped the design onto 45 distinct sky130hd cell types.
- The run puts the part of the Yosys area used for sequential elements at 0.

Run:
- Across the run, the number of max-cap violations was 0.
- The stage logs contain a warning count of 32.

Drt:
- The run gives the final antenna-violating net count as 0.
- The run gives the first-iteration detailed-routing DRC count as 55.
- Using the TritonRoute via totals, the vias-per-cell ratio works out to between 4 and 5.
- Detailed routing inserted a total of roughly 830 vias.
- The run puts the number of detailed-routing iterations run before antenna repair at 4.
- The run puts the total inserted antenna cells at 0.
- The run puts the total wirelength of the detailed-routed design at 2.05 mm.
- The run gives the DRC violations left as 0.
- The run gives the routed length per instance as 12.1 um.

Global route:
- The run puts the initial antenna violation count at 0.
- The run gives the remaining global-route overflow as 0.
- Entering global routing, the biggest net connects 21 pins.
- The number of global-route vias before repair came to 698.
- The run gives the total global-route track usage as 0.0533.
- The first global-routing pass estimated between 3 and 4 mm of wire.

Placement:
- The run puts the number of I/O port buffers at 16.
- The run puts the final weighted congestion in routability-driven placement at 0.894.
- The run puts the detailed placer's ending HPWL at 1.60 mm.

Clock network:
- The run gives the post-cts gate resize count as 0.
- The run gives the post-CTS setup buffer count as 0.
- The run gives the post-cts hold-fix buffer tally as 0.

Status:
- The run finished with clean final reports.

Min path:
- The most critical min-delay path falls under primary input to output pin.
Yosys cell counts, drive strengths merged, types with 3 or more instances:
library cell	instances	area (um^2)
nand2	11	41.3
xnor2	3	26.3
a21oi	5	25.0
nor3	5	25.0
o22ai	3	18.8
o21ai	7	35.0
or3	3	18.8
inv	6	22.5
nor2b	5	38.8
nor2	5	18.8
buf	10	76.3
a31oi	4	25.0
nor3b	4	30.0
how the worst min path moves through the flow:
stage         slack [ps]        to  start  cells after the start
CTS                 1880  first[0]  in[0]                      0
global route        1880  first[0]  in[0]                      0
finish              1880  first[0]  in[0]                      0
power groups by stage:
| stage | registers, uW | clock network, uW | logic [uW] |
|---|---|---|---|
| 4_1_cts | 0 | 0 | 92.3 |
| 6_report | 0 | 0 | 91.4 |
| 5_1_grt | 0 | 0 | 101 |
per-layer routing:
layer	GRT usage	routed length (um)
met1	0.0848	1100
met2	0.0775	879
met3	0.00591	77
met4	0	0
met5	0	0
logic make-up after synthesis:
logic type | share of synthesized area
and+or+nand+nor | 0.389
AOI/OAI and AO/OA | 0.410
buffers and inverters | 0.151
xor gates and xnor gates | 0.0497
through the flow:
step	util	cell area (um^2)	instances	setup WS (ps)
global placement	0.241	901	169	400
detailed placement	0.241	901	169	391
floorplan	-	704	109	1510
finish	0.241	901	169	393
CTS	0.241	901	169	381
global route	0.241	901	169	164
cell type report:
cell class | instances | share of cell area
timing repair buffer | 24 | 0.244
multi-input combinational | 91 | 0.664
tap | 48 | 0.0667
inverter | 6 | 0.0250
Power figures rest on the tool's default switching activity, not on a simulated workload.
